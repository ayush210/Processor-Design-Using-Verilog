### design/flow/config.mk
export PLATFORM = sky130hd
export DESIGN_NAME = instruction_memory
export DESIGN_NICKNAME = instruction_memory
export VERILOG_FILES = /design/flow/design.v
export SDC_FILE = /design/flow/constraint.sdc
export NUM_CORES = 4
export LEC_CHECK = 1
export CORE_UTILIZATION = 40
### design/flow/run.sh
#!/bin/bash
# OpenROAD 26Q1-2900-gdf79404cd8, Yosys 0.63+post, stock flow scripts
make -C /OpenROAD-flow-scripts/flow DESIGN_CONFIG=/design/flow/config.mk WORK_HOME=/design/flow/orfs finish
### design/flow/design.v
module instruction_memory(clk,pc,instruction,instruction_reset,write_signal,instruction_write,write_address);
input instruction_reset,write_signal,clk;  
input[31:0] pc,instruction_write,write_address; 
output[31:0] instruction;  
reg[31:0] instruction;
reg[8:0] i;  
reg[31:0] memory[20:0];  
	always @(posedge clk)
		begin
			if(instruction_reset==1'b1)    
				begin
					for(i=0;i<21;i=i+1)
					memory[i] = 0;
				end
			else if(write_signal==1)
				begin
					memory[write_address] = instruction_write;  
				end
			else
				begin
					instruction = memory[pc];  
				end
		end
endmodule
### design/flow/constraint.sdc
current_design instruction_memory

set clk_period 4.4
set clk_io_pct 0.2

create_clock -name clk0 -period $clk_period [get_ports {clk}]

set non_clock_inputs [all_inputs -no_clocks]
set_input_delay [expr $clk_period * $clk_io_pct] -clock clk0 $non_clock_inputs
set_output_delay [expr $clk_period * $clk_io_pct] -clock clk0 [all_outputs]
==> flow_summary.yaml <==
# physical design summary
synth:
  synthCells: 3870
  yosysSeqAreaShare_pct: 48.5
  edf_count: 32
  area_leaders: "dfxtp_1, nand2_1, a21oi_1"
  yosys_cells: 3870
  synth_top_cell_by_area: "dfxtp_1"
  ys_ff: 704
  ys.flop_type: "dfxtp_1"
  synth_async_sr_flop_share_pct: 0
  ys_area_um2: 29700
  syn_area_um2: 29700
  most_common_cell: "nand2_1"
  synth_cell_type_count: 78
  synthTopCellsByCount: "nand2_1, a21oi_1, dfxtp_1"
  syn_area_per_cell_um2: 7.67
  ys_warn_count: 2
  top_area_share_pct: 45.3
route:
  wirelength_mm: 135
  wl_per_cell_um: 27.8
  vias: 29500
  drtAntennaViolNets: 0
  first_pass_iters: 53
  vias_per_cell: 6.07
  drtIter0Drc: 3017
  remaining_drc_errors: 10
floorplanning:
  die_area_um2: 75300
  fp_util_pct: 40.6
  design.core.area_um2: 73200
  rows: 99
  ios: 131
  dieHeight_um: 274
  die_x_um: 274
sta:
  max-slew-margin-rel_pct: 35.4
  maxSlewViolCount: 0
  rsz0062_at_grt: "false"
  setup_viol: 0
  worst_pin_slew_ns: 0.967
  fmax_ghz: 0.309
  finalClockPeriodUsage_pct: 73.6
  hold_violations: 0
  fin_setup_tns_ns: 0
  whs_ns: 0.451
  skew_ns: 0.0243
  period_minus_slack_ns: 3.24
worst_setup_path:
  cp_data_arrival_time_ns: 3.61
  cp_max_fo: 32
  setup.worst_path.end_class: "flip-flop"
  crit_type: "input port to flip-flop"
  start_kind: "input port"
  worstPathRequired_ns: 4.77
power_and_ir_drop:
  power_switching_mw: 3.46
  power_frac_comb_pct: 7.0
  internal-power_mw: 10.5
  p_clk_share_pct: 46.5
  power.density_nw_per_um2: 406
  power.total_mw: 14.0
  ir_worst_vdd_mv: 0.230
  seqPwrFrac_pct: 46.5
  p_sw_share_pct: 24.7
  p_leak_nw: 11.2
clock_network:
  clk_path_buf_depth: 3
  h-tree-depth: 3
  cts_root_buffer: "clkbuf_16"
  clkTransAtPathRegs_ns: 0.06
  clock_sinks: 704
  cts_setup_buffers: 0
  clock_latency_ns: 0.63
  cts_tree: "yes"
  ctsResizeCount: 0
  cts_made_buffers: 74
  cts_hold_buf: 0
global_routing:
  grt_pass1_wl_mm: 192
  grt_pass1_vias: 27500
  overflow: 0
  antenna_found_initial: 2
  grtUsageMet1_pct: 50.3
  use_met3_pct: 17.0
  gr-usage-all-layers_pct: 37.0
  grt_max_degree: 151
  busiest_layer: "met2"
  grt_util_met2_pct: 51.2
outcome:
  violations: "design-rule violations"
  outcome: "finished with violations"
placed_design:
  port_buffers: 76
  gp_congestion: 0.987
  dpl.hpwl_mm: 78.2
worst_hold_path:
  hold_class: "flip-flop to flip-flop"
cells_and_area:
  drive_gt1_share_pct: 9.63
  syn_to_final_growth_pct: 16.1
  n_fill_cell: 7011
  final_util_pct: 47.1
job:
  warning_count: 85
  cap_violations: 0
routing by layer:
layer | vias to the layer above | routed length (um)
met5 | - | 34
met4 | 6 | 8010
met3 | 466 | 20100
met2 | 1911 | 55800
met1 | 14000 | 51200
li1 | 13100 | -
through the flow:
step	std cells	area, um^2	setup WS (ns)
2_1_floorplan	3870	29700	1.19
3_3_place_gp	4720	32000	0.765
3_5_place_dp	4720	32000	0.763
4_1_cts	4853	34500	1.40
5_1_grt	4853	34500	1.21
6_report	4857	34500	1.16
power groups by stage:
| stage | clock (mW) | sequential [mW] | combinational, mW |
|---|---|---|---|
| 6_report | 6.50 | 6.51 | 0.981 |
| 5_1_grt | 6.78 | 6.51 | 0.996 |
| 4_1_cts | 6.51 | 6.51 | 0.937 |
state kept, by name, indices dropped and copies added, names as in the netlist:
register	flops
memory	672
instruction	32
placed cells by master (no fill, tap or decap), types with 9 or more instances in the layout:
| cell | instances |
|---|---|
| nand2_2 | 14 |
| mux2_2 | 9 |
| o2bb2ai_1 | 13 |
| nor2_2 | 13 |
| clkinv_2 | 9 |
| buf_4 | 150 |
| a31oi_1 | 19 |
| o22ai_1 | 12 |
| clkbuf_1 | 20 |
| a221oi_1 | 22 |
| o32a_1 | 20 |
| nor2b_1 | 16 |
| a21oi_1 | 714 |
| and3_1 | 31 |
| clkbuf_8 | 17 |
| nor2_4 | 19 |
| dfxtp_1 | 672 |
| nand4_1 | 22 |
| nor2_1 | 48 |
| nand2_1 | 1403 |
| clkdlybuf4s50_1 | 70 |
| clkbuf_16 | 79 |
| mux2i_1 | 60 |
| a22oi_1 | 109 |
| nor3_1 | 23 |
| nand2b_1 | 16 |
| a22o_1 | 33 |
| edfxtp_1 | 32 |
| o21ai_0 | 18 |
| buf_12 | 23 |
| nand3_1 | 33 |
final timing paths:
| kind | from | to | slack [ns] | depth (start not counted) |
|---|---|---|---|---|
| worst max-delay path | pc[1] | instruction[2] | 1.16 | 6 |
| worst min-delay path | memory[17][31] | memory[17][31] | 0.45 | 2 |
| worst max register to register | memory[17][21] | instruction[21] | 2.38 | 4 |
| worst min register to register | memory[17][31] | memory[17][31] | 0.45 | 2 |
cell families after synthesis:
family,share of synthesized area [%]
buf+inv,5.07
compound gates,20.6
mux,2.52
simple gates,23.2
flops,48.5
critical path: stages:
cell	delay [ns]
buf_2	0.61
nor2b_1	0.85
nand2_1	0.45
o22ai_1	0.28
a211oi_1	0.12
a31oi_1	0.41
cell type report:
class	count	area [um^2]	area share, %
Clock inverter	17	194	0.562
Tap cell	959	1200	3.48
Antenna cell	4	10.0	0.0290
Multi-Input combinational cell	2804	14000	40.7
Timing Repair Buffer	248	2320	6.73
Clock buffer	116	2290	6.63
Inverter	5	18.8	0.0544
Sequential cell	704	14400	41.8
Power and IR drop assume default switching activity.
