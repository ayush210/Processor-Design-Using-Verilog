==> design/flow/design.v <==
module regfile(r1_add,r2_add,write_add,z5_output,write_enable,clk,reset,r1_value,r2_value);
reg[5:0] i;   
reg[31:0] registers[31:0];  
input[4:0] r1_add,r2_add,write_add;  
input[31:0] z5_output;   
input write_enable,reset,clk;
output[31:0] r1_value,r2_value;  
reg[31:0] r1_value,r2_value;
	always @(posedge clk)
		begin
			if(reset==1)
				begin
					for(i=0;i<32;i=i+1)
						begin
							registers[i] = 0;   
						end
				end
			else
				begin
					if(write_enable==1)    
						begin
							registers[write_add] <= z5_output;
						end
					r1_value <= registers[r1_add];   
					r2_value <= registers[r2_add];
				end
		end
endmodule
==> design/flow/run.sh <==
#!/bin/bash
# OpenROAD 26Q1-2900-gdf79404cd8, Yosys 0.63+post, stock flow scripts
make -C /OpenROAD-flow-scripts/flow DESIGN_CONFIG=/design/flow/config.mk WORK_HOME=/design/flow/orfs finish
==> design/flow/config.mk <==
export PLATFORM = sky130hd
export DESIGN_NAME = regfile
export DESIGN_NICKNAME = regfile
export VERILOG_FILES = /design/flow/design.v
export SDC_FILE = /design/flow/constraint.sdc
export NUM_CORES = 4
export LEC_CHECK = 1
export CORE_UTILIZATION = 30
==> design/flow/constraint.sdc <==
current_design regfile

set clk_period 8.0
set clk_io_pct 0.2

create_clock -name clk0 -period $clk_period [get_ports {clk}]

set non_clock_inputs [all_inputs -no_clocks]
set_input_delay [expr $clk_period * $clk_io_pct] -clock clk0 $non_clock_inputs
set_output_delay [expr $clk_period * $clk_io_pct] -clock clk0 [all_outputs]
==> PnR_summary.wiki <==
=== Synthesis and place and route ===
{| class="wikitable"
! Metric !! Value
|-
| Clk pin slew, worst setup/hold paths || 0.06 ns
|-
| Setup TNS || 0 ns
|-
| Share of final-layout standard cells stronger than drive strength 1 || 9.361%
|-
| Final Cell Area || 0.05823 mm²
|-
| Iteration tally of the first detailed-router pass || 26
|-
| Endpoint required time on the critical path || 8.47 ns
|-
| Max Fclk || 203.7 MHz
|-
| Total number of yosys warnings || 2
|-
| Detailed-route DRC error count || 0
|-
| Primary FF master, synth || dfxtp_1
|-
| CP top delay family || simple AND/OR/NAND/NOR gates
|-
| Util after Layout || 35.29%
|-
| Max Clock Skew || 0.03225 ns
|-
| Crit path buf inv count || 3
|-
| Tmin final || 4.910 ns
|-
| Width of the chip || 409.8 µm
|-
| Sequential-to-total area share from yosys stat || 44.95%
|-
| CTS tree || done
|-
| Post-Place Cells || 8,633
|-
| Result of the run || finished, violations left
|-
| GRT Util Overall || 41.46%
|-
| Total count of hold-check failures in the final report || 0
|-
| Tally of OpenROAD warnings || 32
|-
| Highest-count logic cell in the final layout || nand2_1
|-
| Worst-case setup margin in the final layout || 3.090 ns
|-
| First-pass GRT wire length || 463,300 µm
|-
| Count of standard-cell rows || 149
|-
| Average instance area after synthesis || 7.443 µm²
|-
| Core Box Area || 0.1650 mm²
|-
| Post-synthesis instance total || 6,702
|-
| Via total after detailed routing || 59,570
|-
| Placer congestion estimate || 1.087
|-
| CTS Buf Count || 119
|-
| Cell-by-cell trace of the critical path || clkdlybuf4s50_1, buf_4, nand2b_1, nor2_4, buf_4, a22oi_1, nand4_1, nor4_1, nor2_1
|-
| Post-synthesis async set-or-reset flop share || 0%
|-
| Placement Cell Area || 0.05390 mm²
|-
| Vias per cell || 6.690
|-
| Maximum number of pins on one net before global-route repair || 142
|-
| Launching element type of the critical path || input pin
|-
| Initial Utilization || 30.23%
|-
| Setup repair after global routing missed its margin || false
|-
| P per Cell Area || 212.9 mW/mm²
|-
| Min-Delay Path Class || reg -> reg
|-
| Initial antenna violation count || 35
|-
| Hold Worst Slack || 0.4721 ns
|-
| Clock latency at the later pin of the worst-skew pair || 0.80 ns
|-
| Post-synth area from yosys stat || 0.04988 mm²
|-
| Failing checks || capacitance limit, slew limit
|-
| Count of routing violations after the opening detailed-route iteration || 9,674
|-
| Worst setup path class || in -> reg
|-
| Transition at the pin with the smallest max-transition slack || 1.631 ns
|-
| Stage delay of the slowest cell on the critical path || 0.81 ns
|-
| IO buf count || 113
|-
| Number of cells in the finished layout apart from fillers || 8,904
|-
| DP Wirelength || 205,300 µm
|-
| Number of buffers added to fix hold violations after cts || 0
|-
| Clk buf depth || 3
|-
| Area growth from synthesis to layout || 16.72%
|-
| Remaining antenna violation count || 0
|-
| Number of storage elements in the synthesis netlist || 1,088
|-
| Num ports || 114
|-
| Worst endpoint data arrival time || 5.38 ns
|-
| Critical Path End Type || flip-flop
|-
| Clock tree root buffer cell || clkbuf_16
|-
| Final Routed Wirelength || 347,900 µm
|-
| Count of final setup violators || 0
|-
| Count of cell types in the netlist || 62
|-
| Number of clock sinks || 1,088
|-
| Placement-stage worst setup slack || 2.633 ns
|-
| Worst-case vdd ir drop || 0.0001872 V
|-
| Max-capacitance violation count || 1
|-
| Number of levels in the clock H-tree || 3
|-
| Leak || 18.81 nW
|-
| Grt total ovfl || 0
|-
| Slew Viols, Final || 2
|-
| Slew margin rel. || -9.730%
|-
| Slowest stage cell on the critical path || nand2b_1
|-
| Average detailed-routed wire length per instance || 39.07 µm
|-
| Maximum fanout along the worst path || 20
|-
| Number of enable flip-flop cells || 64
|-
| Most frequent cells in the layout || 2,296 x nand2_1, 1,113 x a21oi_1, 1,024 x dfxtp_1
|-
| Mapped cell area || 0.04988 mm²
|-
| Vias in the first global route || 54,310
|-
| Final period utilization || 61.37%
|-
| Final Total Pwr || 12.40 mW
|-
| Post-CTS Repair Setup Buffers || 0
|-
| Gates resized, CTS repair || 0
|-
| Height of the chip || 409.8 µm
|-
| Area enclosed by the die boundary || 0.1679 mm²
|-
| Number of cells in the yosys synthesis report || 6,702
|-
| Most frequent cell on the critical path || buf_4
|}
synth_stat cells, types with 5 or more instances:
library cell | count | area (µm²)
or2_2 | 7 | 43.79
nand2b_1 | 19 | 118.9
buf_2 | 105 | 525.5
nand3b_1 | 5 | 37.54
buf_1 | 24 | 90.09
nand4_1 | 93 | 581.8
a31oi_1 | 17 | 106.4
a221oi_1 | 23 | 201.4
o21ai_0 | 14 | 70.07
mux2_2 | 11 | 123.9
clkbuf_1 | 503 | 1888
inv_1 | 7 | 26.28
a21oi_1 | 1113 | 5570
nor2b_1 | 11 | 68.82
edfxtp_1 | 64 | 1922
a22o_1 | 33 | 289.0
nand3_1 | 44 | 220.2
a32oi_1 | 11 | 96.34
mux2i_1 | 16 | 160.2
dfxtp_1 | 1024 | 20500
a222oi_1 | 22 | 220.2
nand2_1 | 2328 | 8738
and4_1 | 5 | 43.79
or3_1 | 14 | 87.58
o32a_1 | 13 | 130.1
nor2_2 | 6 | 37.54
and2_1 | 8 | 50.05
nor2_1 | 154 | 578.1
nor3_1 | 82 | 410.4
and3_1 | 7 | 43.79
a22oi_1 | 819 | 6148
nor4_1 | 39 | 244.0
where the power goes:
part,internal [mW],switching [mW],total [mW]
logic,0.148,0.641,0.788
registers,5.52,0.0608,5.58
clock network,3.49,2.53,6.03
flip-flops by register name (all words and copies together), names as in the netlist:
name	flops
r1_value	32
registers	1024
r2_value	32
tightest hold or removal path: stages, from the launching register on:
cell     delay (ns)
dfxtp_1        0.32
nand2_1        0.05
a21oi_1        0.05
logic make-up after synthesis:
group | synth area share, %
flip-flops | 44.95
buffers and inverters | 5.147
AND/OR/NAND/NOR | 22.99
AND-OR/OR-AND | 26.35
multiplexers | 0.5694
area by class of cell:
cell class              count  area [µm²]
clock inverters            39       457.9
repair buffers            378        3103
flip-flops and latches   1088       22420
clock buffers             183        3741
inverters                   7       28.78
diodes                     49       122.6
well taps                2189        2739
fillers                 16770      106800
multi-input cells        4971       25610
worst paths after layout:
kind / start / end / depth (start not counted) / slack [ns]
max: r1_add[0] / r1_value[19] / 9 / 3.09
min: registers[21][25] / registers[21][25] / 2 / 0.47
max reg2reg: registers[21][16] / r1_value[16] / 5 / 5.46
min reg2reg: registers[21][25] / registers[21][25] / 2 / 0.47
metal layers:
metal	global-route usage, %	share of wire (%)	vias up
li1	-	-	23280
met1	50.08	34	28070
met2	52.66	38	6207
met3	27.77	19	1954
met4	27.41	8.9	54
met5	2.672	0.28	-
Power and IR drop assume default switching activity.
